**design/flow/config.mk**
```make
export PLATFORM = sky130hd
export DESIGN_NAME = bus
export DESIGN_NICKNAME = bus
export VERILOG_FILES = /design/flow/design.v
export SDC_FILE = /design/flow/constraint.sdc
export NUM_CORES = 4
export LEC_CHECK = 1
export CORE_AREA = 10 10 156 156
export DIE_AREA = 0 0 166 166
```
**design/flow/constraint.sdc**
```tcl
current_design bus

set clk_period 11.9
set clk_io_pct 0.2

create_clock -name clk0 -period $clk_period

set non_clock_inputs [all_inputs -no_clocks]
set_input_delay [expr $clk_period * $clk_io_pct] -clock clk0 $non_clock_inputs
set_output_delay [expr $clk_period * $clk_io_pct] -clock clk0 [all_outputs]
```
**design/flow/design.v**
```verilog
module bus(
  input  logic [31:0] masteraddr, masterwdata,
  output logic [31:0] masterrdata,
  input  logic masterwrite,
  output logic writeslave0, writeslave1, writeslave2,
  output logic [31:0] slaveaddr0,  slaveaddr1,  slaveaddr2, 
  input  logic [31:0] slaverdata0, slaverdata1, slaverdata2,
  output logic [31:0] slavewdata0, slavewdata1, slavewdata2 
);
  always_comb begin
    masterrdata = 0;
    writeslave0 = 0;
    writeslave1 = 0;
    writeslave2 = 0;
    slavewdata0 = 0;
    slavewdata1 = 0;
    slavewdata2 = 0;
    slaveaddr0  = 0;
    slaveaddr1  = 206800;
    slaveaddr2  = 0;
    if (masteraddr < 206800) begin  
      masterrdata = slaverdata0;
      slaveaddr0 = masteraddr;
      slavewdata0 = masterwdata;
      if (masterwrite)
        writeslave0 = 1;
    end
    else if (masteraddr < 411700) begin  
      masterrdata = slaverdata1;
      slaveaddr1 = masteraddr;
      slavewdata1 = masterwdata;
      if (masterwrite)
        writeslave1 = 1;
    end
    else if (masteraddr < 411701) begin  
      masterrdata = slaverdata2;
      slaveaddr2 = masteraddr;
      slavewdata2 = masterwdata;
      if (masterwrite)
        writeslave2 = 1;
    end
  end
endmodule
```
**design/flow/run.sh**
```bash
#!/bin/bash
# OpenROAD 26Q1-2900-gdf79404cd8, Yosys 0.63+post, stock flow scripts
make -C /OpenROAD-flow-scripts/flow DESIGN_CONFIG=/design/flow/config.mk WORK_HOME=/design/flow/orfs finish
```
==> summary.rpt <==
RUN METRICS
----------------------------------------------------
[Outcome]
  Status ........................ finished, final reports clean

[Finish]
  Sequential cell area ........................ 0 um^2
  FFs & Latches ........................ 0
  Final instance area ........................ 0.00627 mm^2
  Most frequently placed logic cell in the final layout ........................ sky130_fd_sc_hd__clkdlybuf4s50_1
  Non-Filler Instances ........................ 1018
  Ratio of cells with drive above 1 in the final layout ........................ 0.0310
  Clock tree buffer count of the final layout ........................ 0
  Layout-stage area growth over the synthesis result ........................ 111%
  Top cells excl fill/tap ........................ sky130_fd_sc_hd__clkdlybuf4s50_1 (336), sky130_fd_sc_hd__conb_1 (52), sky130_fd_sc_hd__and3_1 (51)

[Global route]
  Total gr overflow ........................ 0
  Gr usage total ........................ 0.139
  Initial antenna violation count ........................ 0
  Pin count of the biggest net entering global routing ........................ 65
  Vias in the first global route ........................ 4931
  Global-route wire length before repair ........................ 31.1 mm

[Die]
  Core Rows ........................ 53
  DIE WIDTH ........................ 166 um
  Fp_density ........................ 0.141
  Placeable core region ........................ 0.0210 mm^2
  Number of top-level pins ........................ 388
  Die Size ........................ 0.0276 mm^2
  Die height ........................ 166 um

[Final timing]
  Final number of setup-violating endpoints ........................ 0
  Maximum frequency from static timing analysis ........................ 0.118 GHz
  Smallest setup slack after layout ........................ 3.42 ns
  Worst-Margin Slew ........................ 0.680 ns
  Final critical-path required period ........................ 8.48 ns
  Unrepaired setup endpoints after global routing ........................ false
  Final cycle utilization of the critical path ........................ 0.712
  Headroom to the max-slew limit ........................ 0.545
  Fin Setup TNS ........................ 0 ns
  Final number of max-transition violations ........................ 0
  Final Hold Fails ........................ 0

[Worst setup path]
  Critical path data required time ........................ 9.52 ns
  Crit path DAT ........................ 6.10 ns
  Sequence of cells on the critical path ........................ clkdlybuf4s50_1 > buf_4 > o311ai_0 > nand2b_2 > buf_4 > nand2_2 > buf_4 > nor4_1 > clkdlybuf4s50_1
  Crit end category ........................ primary output
  Biggest fanout along the worst timing path ........................ 58
  Critical path's largest stage delay ........................ 0.62 ns
  Element type at the critical path start ........................ input pin
  Most frequent cell on the critical path ........................ sky130_fd_sc_hd__buf_4
  Critical path start-end classification ........................ input pin to primary output
  Slowest cell on the critical path ........................ sky130_fd_sc_hd__clkdlybuf4s50_1

[Route]
  Number of vias after detailed routing ........................ 4627
  Average wire per cell in the routed design ........................ 20.4 um
  Post-route DRC violation count ........................ 0
  Total length of routed wires ........................ 20.8 mm
  Top Layer Used ........................ met4
  Met3 WL post-DR ........................ 2.09 mm
  Number of violations reported at the end of detailed-routing iteration 0 ........................ 293
  DRT Pass-1 Iters ........................ 4
  Metal2 WL ........................ 9.67 mm
  Post-route met1 wirelength ........................ 8.68 mm
  Number of nets with antenna violations after routing ........................ 0
  Number of diodes ........................ 0
  Post-DR vias/cell ........................ 4.55

[Placement]
  RePlAce Congestion ........................ 0.867
  Pre-CTS worst setup slack ........................ 3.47 ns
  Post-DP HPWL ........................ 16.2 mm
  Placed standard-cell area ........................ 0.00627 mm^2
  Tally of buffers added on design ports ........................ 336
  Placed cell count ........................ 1018

[Synthesis]
  Yosys cell count ........................ 461
  Synthesized area per cell ........................ 6.44 um^2
  Number of instances in the synthesized netlist ........................ 461
  Chip area line of the yosys report ........................ 0.00297 mm^2
  Share of synthesized area occupied by flip-flops and latches ........................ 0
  Netlist area before placement ........................ 0.00297 mm^2
  Number of distinct standard cells referenced by the synthesized netlist ........................ 36
  Yosys warning count ........................ 1

[Power]
  Leak ........................ 2.21 nW
  IR Drop Worst-Case VDD ........................ 0.0127 mV
  P per Cell Area ........................ 14.7 mW/mm^2
  Total power after layout ........................ 0.0919 mW

[Clock tree]
  Count of hold-fix buffers inserted at cts ........................ 0
  Setup Buffers After CTS ........................ 0
  Post-cts repair resize count ........................ 0

[Job]
  Number of max-cap violations ........................ 0
  Log Warnings ........................ 32

[Hold path]
  Worst hold path class ........................ input pin to primary output

----------------------------------------------------
Yosys cell counts, drive strengths merged:
cell type / number / share of area
nand3: 2 / 0.0034
nand2b: 2 / 0.0042
nand2: 41 / 0.052
a211oi: 1 / 0.0025
and2: 34 / 0.072
nand4: 33 / 0.070
or4: 9 / 0.025
inv: 1 / 0.0013
o31a: 1 / 0.0029
nor4bb: 1 / 0.0034
o221ai: 32 / 0.094
nor2: 2 / 0.0025
nor2b: 1 / 0.0021
clkbuf: 38 / 0.048
and3: 51 / 0.11
o211ai: 33 / 0.083
conb: 1 / 0.0013
o311ai: 1 / 0.0029
buf: 79 / 0.19
nor4b: 1 / 0.0080
o311a: 1 / 0.0034
nor4: 5 / 0.016
and4b: 8 / 0.027
or4b: 2 / 0.0080
o21ai: 4 / 0.0067
nor3: 40 / 0.067
or2: 1 / 0.0021
o211a: 3 / 0.010
nand3b: 33 / 0.083
where the power goes:
part / switching [mW] / internal [mW]
clock network: 0 / 0
registers: 0 / 0
logic: 0.0392 / 0.0527
total: 0.0392 / 0.0527
area by class of cell:
cell class / count / area [um^2]
well taps: 275 / 344
inverters: 1 / 3.75
repair buffers: 348 / 3450
multi-input cells: 394 / 2470
fillers: 2294 / 14800
worst max-delay path: cells and delay by family:
| kind | cells | cell delay [ns] |
|---|---|---|
| and+or+nand+nor | 3 | 1.08 |
| buffers and inverters | 5 | 2.29 |
| AOI/OAI and AO/OA | 1 | 0.27 |
kinds of logic (layout without fill, tap and decap cells):
kind of cell	after synthesis	in the layout	share of synthesized area
and+or+nand+nor	266	266	0.553
other	1	52	0.00126
AOI/OAI and AO/OA	76	76	0.206
buffers and inverters	118	349	0.239
final timing paths:
kind | from | end | slack (ns) | cells past startpoint
worst max-delay path | masteraddr[16] | slaveaddr1[11] | 3.42 | 9
worst min-delay path | masterwrite | writeslave1 | 5.69 | 4
per-stage QoR:
step	utilization	hold slack, ns
6_report	0.298	5.69
2_1_floorplan	-	4.81
3_5_place_dp	0.298	5.70
3_3_place_gp	0.298	5.70
4_1_cts	0.298	5.70
5_1_grt	0.298	5.71
layer usage:
layer	vias to the layer above	GRT usage
li1	2226	-
met1	2100	0.170
met2	283	0.232
met3	18	0.0494
met4	0	0.0227
met5	-	0
No activity file was given, so power comes from the tool's default toggle rates.

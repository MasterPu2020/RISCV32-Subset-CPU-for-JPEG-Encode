### ./constraint.sdc
current_design core

set clk_period 4.2
set clk_io_pct 0.2

create_clock -name clk0 -period $clk_period [get_ports {clock}]

set non_clock_inputs [all_inputs -no_clocks]
set_input_delay [expr $clk_period * $clk_io_pct] -clock clk0 $non_clock_inputs
set_output_delay [expr $clk_period * $clk_io_pct] -clock clk0 [all_outputs]
### ./config.mk
export PLATFORM = sky130hd
export DESIGN_NAME = core
export DESIGN_NICKNAME = core
export VERILOG_FILES = /design/flow/design.v
export SDC_FILE = /design/flow/constraint.sdc
export NUM_CORES = 4
export LEC_CHECK = 1
export CORE_UTILIZATION = 30
### ./run.sh
#!/bin/bash
# OpenROAD 26Q1-2900-gdf79404cd8, Yosys 0.63+post, stock flow scripts
make -C /OpenROAD-flow-scripts/flow DESIGN_CONFIG=/design/flow/config.mk WORK_HOME=/design/flow/orfs finish
### ./design.v
module alu #(parameter WIDTH = 32)(
    input wire [13:0] aluop,
    input wire signed [WIDTH-1:0] datain1, datain2,
    output wire signed [WIDTH-1:0] result,
    output wire zero
);
    wire signed [2*WIDTH-1:0] databus;
    wire signed [2*WIDTH-1:0] data1, data2;
    assign data1 = {{WIDTH{datain1[WIDTH-1]}}, datain1};
    assign data2 = {{WIDTH{datain2[WIDTH-1]}}, datain2};
    assign databus = aluop[13] ? datain1 + datain2 : 'z;
    assign databus = aluop[12] ? datain1 << datain2[4:0] : 'z;
    assign databus = aluop[11] ? {{WIDTH{datain1[WIDTH-1]}}, (datain1 >>> datain2[4:0])} : 'z;  
    assign databus = aluop[10] ? datain1 ^ datain2 : 'z;
    assign databus = aluop[ 9] ? datain1 & datain2 : 'z;
    assign databus = aluop[ 8] ? datain1 | datain2 : 'z;
    assign databus = (aluop[7] | aluop[6]) ? data1 * data2 : 'z;
    assign databus = aluop[ 5] ? '0 : 'z;
    assign result[WIDTH-2:0]  = aluop[6] ? databus[2*WIDTH-1:WIDTH-1] : databus[WIDTH-2:0];  
    assign result[WIDTH-1]  = aluop[7] | aluop[6] ? databus[2*WIDTH-1] : databus[WIDTH-1];
    wire equal, less;
    assign equal = data1 == data2;
    assign less = data1 < data2;
    assign zero = aluop[ 4] ?  equal : 'z;
    assign zero = aluop[ 3] ? ~equal : 'z;
    assign zero = aluop[ 2] ?   less : 'z;
    assign zero = aluop[ 1] ? ~less | equal : 'z;
    assign zero = aluop[ 0] ? 0 : 'z;
endmodule
module alucontrol (
  input wire [6:0] funct7,
  input wire [2:0] funct3,
  input wire [6:0] op,
  output wire [13:0] aluop
);
  logic ADD, SLL, SRA, XOR, AND, OR, MUL, MULH, RBUS0;
  logic EQ, NE, LT, GE, BBUS0;
  assign EQ = op[6] & ~funct3[2] & ~funct3[0];
  assign NE = op[6] & ~funct3[2] &  funct3[0];
  assign LT = op[6] &  funct3[2] & ~funct3[0];
  assign GE = op[6] &  funct3[2] &  funct3[0];
  assign BBUS0 = ~op[6];
  assign RBUS0 = op[6];
  always_comb begin
    ADD  = 0;
    SLL  = 0;
    SRA  = 0;
    XOR  = 0;
    AND  = 0;
    OR   = 0;
    MUL  = 0;
    MULH = 0;
    if (~op[6])
      if (op[5:4] == 2'b11)  
        case (funct3)
          3'b000 : begin ADD  = ~funct7[0]; MUL  = funct7[0]; end
          3'b111 : AND  = 1;
          3'b110 : OR   = 1;
          3'b001 : begin SLL  = ~funct7[0]; MULH = funct7[0]; end
          3'b101 : SRA  = 1;
        endcase
      else if (funct3 == 3'b110)  
        XOR = 1;
      else  
        ADD = 1;
  end
  assign aluop = {
    ADD, SLL, SRA, XOR, AND, OR, MUL, MULH, RBUS0, 
    EQ, NE, LT, GE, BBUS0};
endmodule
module control (
  input wire [6:0] op,
  output wire meml, mems, regw, aluimm
);
  assign meml = op[6:4] == 3'b000;
  assign mems = op[6:4] == 3'b010;
  assign regw = (op[5:4] != 2'b10);
  assign aluimm = (~op[6]) & (op[5:4] != 2'b11);
endmodule
module core #(parameter WIDTH = 32) (
  input wire clock, nreset,
  input wire [31:0] programdata,
  input wire [WIDTH-1:0] readramdata,
  output wire writeram,
  output wire [WIDTH-1:0] programaddress,
  output wire [WIDTH-1:0] ramaddress,
  output wire [WIDTH-1:0] writeramdata
);
  wire [6:0] function7;
  wire [2:0] function3;
  wire [6:0] operation;
  wire [4:0] rs1, rs2, rd;
  assign function7 = programdata[31:25];
  assign function3 = programdata[14:12];
  assign operation = programdata[6:0];
  assign rs2 = programdata[24:20];
  assign rs1 = programdata[19:15];
  assign rd  = programdata[11:7];
  wire [WIDTH-1:0] newpc;
  pc #(WIDTH) pc(.clk(clock), .nrst(nreset), .addressin(newpc), .addressout(programaddress));
  wire memload, memstore, regwrite, aluimm;
  control control(.op(operation), .meml(memload), .mems(memstore), .regw(regwrite), .aluimm);
  assign writeram = memstore;
  wire [13:0] aluoperation;
  alucontrol alucontrol(.funct7(function7), .funct3(function3), .op(operation), .aluop(aluoperation));
  wire [WIDTH-1:0] imm;
  immextend #(WIDTH) immextend(.inst(programdata), .imm);
  wire [WIDTH-1:0] readdata1, readdata2, writebackdata;
  regfile #(WIDTH) regfile(.clk(clock), .nrst(nreset), .enw(regwrite), 
    .rs1addr(rs1), .rs2addr(rs2), .rdaddr(rd), 
    .rddata(writebackdata), .rs1data(readdata1), .rs2data(readdata2));
  wire [WIDTH-1:0] aludata2;
  mux #(WIDTH) immmux(.data1(imm), .data2(readdata2), .sel(aluimm), .datao(aludata2));
  wire signed [WIDTH-1:0] result;
  wire zero;
  alu #(WIDTH) alu(.aluop(aluoperation), .datain1(readdata1), .datain2(aludata2), .result, .zero);
  pccontrol #(WIDTH) pccontrol(.flag(zero), .pcoffset(imm), .pcin(programaddress), .pcout(newpc));
  mux #(WIDTH) wbmux(.data1(readramdata), .data2(result), .sel(memload), .datao(writebackdata));
  assign ramaddress = result;
  assign writeramdata = readdata2;
endmodule
module immextend #(WIDTH = 32) (
  input wire [31:0] inst,
  output logic [WIDTH-1:0] imm
);
  wire [11:0] immi, imms, immb;
  assign immb = {inst[31], inst[7], inst[30:25], inst[11:8]};
  assign imms = {inst[31:25], inst[11:7]};
  assign immi = inst[31:20];
  always_comb begin
    imm = 0;
    case (inst[6:4])
      3'b001: imm = {{(WIDTH-12){immi[11]}}, immi};  
      3'b000: imm = {{(WIDTH-12){immi[11]}}, immi};  
      3'b010: imm = {{(WIDTH-12){imms[11]}}, imms};  
      3'b110: imm = {{(WIDTH-13){immb[11]}}, immb, 1'b0};  
    endcase
  end
endmodule
module mux #(parameter WIDTH = 32) (
  input wire [WIDTH-1:0] data1, data2,
  input wire sel,
  output wire [WIDTH-1:0] datao
);
  assign datao = sel ? data1 : data2;
endmodule
module pc #(WIDTH = 32) (
  input wire clk, nrst,
  input wire [WIDTH-1:0] addressin,
  output reg [WIDTH-1:0] addressout
);
  always_ff @(posedge clk, negedge nrst)
    if (~nrst)
      addressout <= 0;
    else
      addressout <= addressin;
endmodule
module pccontrol #(parameter WIDTH = 32) (
  input wire flag,
  input wire [WIDTH-1:0] pcoffset,
  input wire [WIDTH-1:0] pcin,
  output wire [WIDTH-1:0] pcout
);
  assign pcout = flag ? pcin + pcoffset : pcin + 4;
endmodule
module regfile #(parameter WIDTH = 32) (
  input wire clk, nrst, enw,
  input wire [4:0] rs1addr, rs2addr, rdaddr,
  input wire [WIDTH-1:0] rddata,
  output wire [WIDTH-1:0] rs1data, rs2data
);
  reg [WIDTH-1:0] x [31:0];
  assign rs1data = x[rs1addr];
  assign rs2data = x[rs2addr];
  always_ff @(posedge clk, negedge nrst) begin
    if (~nrst)
      for(int addr = 0; addr < 32; addr = addr + 1)
        x[addr] <= 0;
    else begin
      if (rdaddr != 0 && enw)
        x[rdaddr] <= rddata;
    end
  end
endmodule
==> impl_metrics.toml <==
# generated from flow reports
[route]
dr_wl_met2_um = 74750
wl_met1_um = 66640
top_layer_used = "met5"
route.met3.wl_um = 16220
wl_per_cell_um = 22.21
drt_wl_total_um = 163900
ant_nets = 0
via_per_inst = 5.393
firstDrtPassIters = 6
drc_errors = 0
vias = 39790
initialDrtViolationCount = 3592

[critical_path]
path_delay_family = "buffers and inverters"
path_buffers = 7
cp_max_fo = 14
cp-end-kind = "output port"
worst_path_max_delay_cell = "clkdlybuf4s50_1"
crit_chain = "dlygate4sd2_1 > buf_12 > nor2b_4 > buf_4 > bufbuf_16 > buf_4 > nand3_1 > nand4_1 > nor4_2 > a21oi_1 > buf_4 > clkdlybuf4s50_1"
worstSetupPathType = "in -> out"
r2r_cells = 6
r2r_end = "pc.addressout[30]$_DFF_PN0_"
crit_top_cell = "buf_4"
worst_r2r_startpoint = "pc.addressout[2]$_DFF_PN0_"
ff2ff_setup_slack_ps = 2210
slowest_delay_ps = 400
critPathRequiredTime_ps = 3360
cp-start-kind = "primary input"
cp.arrival_ps = 3280

[synthesis]
synthTopCellsByArea = "dfrtp_1 (57%), nand3_1 (11%), nand2_1 (8.4%)"
synth_cells = 5191
ys_top_cells_by_count = "dfrtp_1 (1054), nand2_1 (1040), nand3_1 (985)"
ff_type = "dfrtp_1"
ys_seq_elements = 1054
ys_async_sr_fraction = 1.000
ys_warn_count = 83
edf_count = 0
synthMostInstantiatedCell = "dfrtp_1"
ys_area_sq_um = 46490
synth_cell_types = 46
yosys-stat-cells = 5191
syn_area_per_cell_sq_um = 8.955
netlist_area_sq_um = 46490
top_cell_area_share = 0.5674
top_area_cell = "dfrtp_1"
synth_seq_share = 0.5674

[global_route]
grt_pass1_wl_um = 251300
grt.total_usage = 0.2176
grt_max_degree = 126
grt-ovfl-total = 0
antenna_found_initial = 1
grt_pass1_vias = 39310

[die]
die_area_sq_um = 156500
floorplan.core_util = 0.3021
die_h_um = 395.6
ios = 163
die_x_um = 395.6
core_area_sq_um = 153900
core.rowCount = 144

[job]
stage_log_warnings = 58
maxCapViolCount = 0

[place]
portBuffers = 109
hpwl_um = 93020
place_congestion = 0.8538
post_dp_cell_area_sq_um = 51710

[cts]
cts_tree = "done"
hold_buffers = 0
clkTransAtPathRegs_ps = 60
cts.htree.levels = 3
root_buffer = "clkbuf_16"
cts.sinks = 1054
cts_made_buffers = 112
cts_buffer_depth = 3
clk_latency_ps = 710

[power_and_ir_drop]
p_seq_frac = 0.479
p_leak_nw = 24.10
p_sw_frac = 0.2505
vdd_drop_max_v = 0.0003570
netSwitchingPower_mw = 5.698
power_density_nw_per_um2 = 404.4
combPwrFrac = 0.081
p_clk_frac = 0.440
p_int_mw = 17.05

[final_timing]
period_used_share = 0.9807
setup_viol = 0
finalCriticalPeriod_ps = 4119
max_freq_mhz = 242.8
drv_slew = 0
skew_ps = 7.185
slew_headroom = 0.4531
hold_violations = 0
worst_hold_slack_ps = 42.91
worst_pin_slew_ps = 820.4
rsz0062_at_grt = "true"

[layout]
fin_util = 0.3656
area_growth_pct = 21.01
design_area_sq_um = 56250
drive_gt1_frac = 0.1241

[status]
status = "finished, final reports clean"

[worst_hold_path]
hold_class = "in -> async"
==> logic make-up after synthesis <==
| family | Yosys count | synth area share |
|---|---|---|
| flip-flops | 1054 | 0.5674 |
| AND/OR/NAND/NOR | 2464 | 0.2522 |
| multiplexers | 5 | 0.001157 |
| XOR/XNOR | 28 | 0.005275 |
| AND-OR/OR-AND | 1042 | 0.1128 |
| buffers and inverters | 596 | 0.06086 |
| adder cells (fa/ha/maj) | 1 | 0.0002691 |
| other | 1 | 0.00008067 |
==> routing by layer <==
layer / vias to the layer above / GRT usage
met1: 19610 / 0.2995
met5: - / 0
met3: 323 / 0.07344
li1: 18190 / -
met4: 2 / 0.06260
met2: 1670 / 0.3337
==> per-stage QoR <==
stage	setup slack (ps)	TNS [ps]	power (mW)	instances
finish	81.03	0	22.75	7379
global route	-21.59	-21.59	23.51	7377
CTS	8.504	0	22.89	7377
detailed placement	-430.5	-6159	12.83	7143
global placement	-402.2	-6186	12.79	7143
floorplan	1333	0	11.84	5224
==> worst max path at each step <==
stage                   start          endpoint  slack (ps)  cells past startpoint
CTS           programdata[22]  writeramdata[17]           9                     11
global route  programdata[21]  writeramdata[30]         -20                     12
finish        programdata[20]  writeramdata[30]          80                     12
==> placed cells by master, fill, tap and decap left out, types with 11 or more instances in the layout <==
| cell | n |
|---|---|
| a21oi_1 | 23 |
| buf_12 | 116 |
| buf_4 | 252 |
| clkbuf_1 | 21 |
| clkbuf_16 | 116 |
| clkbuf_8 | 24 |
| clkdlybuf4s50_1 | 103 |
| clkinv_2 | 27 |
| conb_1 | 34 |
| dfrtp_1 | 1054 |
| nand2_1 | 1039 |
| nand3_1 | 984 |
| nand3_4 | 15 |
| nand4_1 | 256 |
| nor2_1 | 48 |
| nor4_1 | 37 |
| nor4_2 | 21 |
| o21ai_0 | 690 |
| o21ai_1 | 310 |
| xnor2_1 | 17 |
| xor2_1 | 11 |
==> area by class of cell <==
| class | instances | area, sq um |
|---|---|---|
| inverter | 4 | 15.01 |
| clock inverter | 41 | 410.4 |
| fill | 15160 | 97620 |
| timing repair buffer | 497 | 5709 |
| tap | 2044 | 2557 |
| multi-input combinational | 3576 | 17870 |
| antenna | 2 | 5.005 |
| clock buffer | 161 | 3312 |
| sequential | 1054 | 26380 |
==> repair_timing <==
action / CTS / global route
pin swaps: 20 / 4
endpoints found under the setup margin: 32 / 30
resized: 58 / 19
buffers inserted: 23 / 0
gates cloned: 9 / 0
==> power by group through the flow <==
stage     logic (mW)  registers [mW]  clock network, mW
4_1_cts         1.84            10.9               10.2
5_1_grt         2.02            11.0               10.5
6_report        1.83            10.9               10.0
==> sequential cells by signal (all words and copies together), names as in the netlist <==
signal / count
pc.addressout: 30
regfile.x: 1024
No activity file was given, so power comes from the tool's default toggle rates.
